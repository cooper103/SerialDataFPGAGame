**design/flow/config.mk**
```make
export PLATFORM = sky130hd
export DESIGN_NAME = GRBStateMachine
export DESIGN_NICKNAME = GRBStateMachine
export VERILOG_FILES = /design/flow/design.v
export SDC_FILE = /design/flow/constraint.sdc
export NUM_CORES = 4
export LEC_CHECK = 1
export CORE_AREA = 10 10 97 97
export DIE_AREA = 0 0 107 107
```
**design/flow/constraint.sdc**
```tcl
current_design GRBStateMachine

set clk_period 2.8
set clk_io_pct 0.2

create_clock -name clk0 -period $clk_period [get_ports {clk}]

set non_clock_inputs [all_inputs -no_clocks]
set_input_delay [expr $clk_period * $clk_io_pct] -clock clk0 $non_clock_inputs
set_output_delay [expr $clk_period * $clk_io_pct] -clock clk0 [all_outputs]
```
**design/flow/design.v**
```verilog
module GRBStateMachine(qmode,Done,LoadGRBPattern,ShiftPattern,StartCoding,
          ClrCounter,IncCounter,ShipGRB,theBit,bdone,Count,NumLEDs,clk,reset,allDone, Game, Auto);
	output	[1:0]	qmode;
	output	allDone, Done, LoadGRBPattern, ShiftPattern, StartCoding, ClrCounter, IncCounter, Game, Auto;
	input		ShipGRB, theBit, bdone;
	input   [7:0]	Count;
	input   [3:1] NumLEDs;
	input		clk, reset;
	reg Game;
	reg Auto;
  reg	     	S, nS;
	parameter	SSHIPRET=1'b0, SSHIPGRB=1'b1;
  reg      [7:0]   COMPAREVAL;
  reg      [14:0]  rCount;   
	always @(posedge clk)
		if(reset)
			S <= SSHIPRET;
		else
			S <= nS;
	always @(S, ShipGRB, bdone, Count)
		case(S)
			SSHIPRET:  nS = ShipGRB ? SSHIPGRB : SSHIPRET;
			SSHIPGRB:  nS = (bdone && (Count==COMPAREVAL)) ? SSHIPRET : SSHIPGRB;
			default:   nS = SSHIPRET;
		endcase
	assign LoadGRBPattern = (S==SSHIPRET)&&ShipGRB;
	assign ClrCounter     = (S==SSHIPRET)&&ShipGRB;
	assign StartCoding    = (S==SSHIPRET)&&ShipGRB;
	assign ShiftPattern   = (S==SSHIPGRB)&&bdone;
	assign IncCounter     = (S==SSHIPGRB)&&bdone;
	assign qmode          = (S==SSHIPRET) ? 2'b10 : {1'b0,theBit};
	assign Done           = (S==SSHIPGRB)&&bdone&&(Count==COMPAREVAL);
	assign allDone        = (S==SSHIPRET)&&(rCount==15'd28100);  
  always @(NumLEDs)
    case(NumLEDs)   
      3'b001:  begin COMPAREVAL = 23; Game = 0; Auto = 0; end  
      3'b010:  begin COMPAREVAL = 47; Game = 0; Auto = 0; end  
      3'b011:  begin COMPAREVAL = 71; Game = 0; Auto = 0; end   
	  3'b100:  begin COMPAREVAL = 95; Game = 0; Auto = 0; end 
      3'b101:  begin COMPAREVAL = 119; Game = 0; Auto = 0; end 
      3'b111: begin COMPAREVAL = 119; Game = 1; Auto = 0; end
      3'b110: begin COMPAREVAL = 119; Game = 0; Auto = 1; end
      default: begin COMPAREVAL = 23; Game = 0; Auto = 0; end 
    endcase
  always @(posedge clk)
  begin
    if(reset || Done)   
      rCount <= 0;
    else if (S==SSHIPRET)
      rCount <= rCount+1; 
    else rCount <= rCount;
  end
endmodule
```
**design/flow/run.sh**
```bash
#!/bin/bash
# OpenROAD 26Q1-2900-gdf79404cd8, Yosys 0.63+post, stock flow scripts
make -C /OpenROAD-flow-scripts/flow DESIGN_CONFIG=/design/flow/config.mk WORK_HOME=/design/flow/orfs finish
```
==> impl_metrics.py <==
# Physical implementation metrics
metrics = {
    "sta": {
        "grt_setup_unrepaired": "no",
        "hold_viol": 0,
        "whs_ns": 0.577,
        "post-route-min-period_ns": 2.70,
        "relSlewSlack": 0.449,
        "setup_viol": 0,
        "fin_skew_ns": 0.00650,
        "fmaxAchievable_mhz": 370,
        "slew_violations": 0,
        "tightest_slew_ns": 0.824,
        "fin_tns_setup_ns": 0,
        "fin_ws_ns": 0.0950,
        "timing.final.crit_share": 0.966,
    },
    "drt": {
        "wl_per_cell_um": 10.7,
        "routed_wirelength_um": 2600,
        "route.detailed.drc": 0,
        "num_antenna_cells": 0,
        "routed.top_layer": "met4",
        "first_pass_iters": 4,
        "dr_total_vias": 924,
        "vias_per_cell": 3.80,
        "wl_met2_um": 1100,
        "drt_iter0_drc": 45,
        "wl_met3_um": 247,
        "m1WireLength_um": 1240,
        "ant_nets": 0,
    },
    "clocking": {
        "clk_path_buf_depth": 2,
        "path_clk_slew_ns": 0.07,
        "clk_latency_ns": 0.25,
        "cts_tree": "done",
        "post_cts_buffers": 0,
        "ctsResizeCount": 7,
        "cts-root-buf": "clkbuf_8",
        "ctsHoldBuffers": 0,
        "htreeDepth": 1,
        "cts_made_buffers": 3,
        "cts.sinks": 16,
    },
    "pwr": {
        "comb_power_share": 0.192,
        "p_sw_uw": 134,
        "irDropWorstVdd_mv": 0.155,
        "total_power_uw": 552,
        "seqPwrFrac": 0.441,
        "pwr-share-clk": 0.367,
        "switching_share": 0.242,
        "power_density_nw_per_um2": 356,
        "power.leakage_uw": 0.000482,
        "p_int_uw": 418,
    },
    "placed_design": {
        "dp_hpwl_um": 1950,
        "place_ws_ns": -0.181,
        "gp_congestion": 0.809,
        "io_buffers": 26,
    },
    "grt": {
        "grt_pass1_vias": 926,
        "grt-ovfl-total": 0,
        "grt_max_degree": 17,
        "grt_pass1_wl_um": 4550,
        "grtUsageTotal": 0.0481,
        "antenna_found_initial": 0,
    },
    "floorplan": {
        "chip_area_sq_um": 11400,
        "core_area_sq_um": 7290,
        "io_pins": 27,
        "die_w_um": 107,
        "rows": 31,
        "fp_util": 0.151,
        "chipHeight_um": 107,
    },
    "status": {
        "status": "completed",
    },
    "critical_path": {
        "timing.rr.end": "rCount[14]$_SDFFE_PP0N_",
        "crit_path_start_kind": "primary input",
        "reg2reg_setup_slack_ns": 1.23,
        "critical_path_class": "primary input to output port",
        "arrival_ns": 2.14,
        "critPathRequiredTime_ns": 2.24,
        "reg2reg_from": "rCount[1]$_SDFFE_PP0N_",
        "setup.worst_path.end_class": "output port",
        "startpoint": "NumLEDs[3]",
        "cp_max_fo": 8,
        "worstRegToRegCells": 5,
    },
    "logic_synthesis": {
        "syn_area_sq_um": 1100,
        "yosys_warnings": 1,
        "syn_avg_cell_area_sq_um": 9.73,
        "ys.flops": 16,
        "synth_top_cell_by_area": "dfxtp_1",
        "ff_type": "dfxtp_1",
        "netlist_instances": 113,
        "area_leaders": "dfxtp_1 (29%), xnor2_1 (10%), a211oi_2 (10%)",
        "ys_seq_share": 0.291,
        "top_cell": "dfxtp_1",
        "synthArstFlopShare": 0,
        "synth_top_area_share": 0.291,
        "yosys_area_sq_um": 1100,
        "ys_cells": 113,
        "top_cells_by_count": "dfxtp_1 (16), xnor2_1 (13), a211oi_2 (9)",
        "synth-edff-count": 0,
        "ys_types": 35,
    },
    "layout": {
        "nFillCells": 807,
        "drive_gt1_frac": 0.222,
        "fin_util": 0.213,
        "final-seq-area_sq_um": 320,
        "area_growth_syn_to_layout_pct": 41.0,
        "mi_logic_area_sq_um": 709,
    },
    "job": {
        "cap_violations": 0,
        "warnings": 26,
    },
    "hold_path": {
        "hp-start": "rCount[14]$_SDFFE_PP0N_",
        "hold_end": "rCount[14]$_SDFFE_PP0N_",
        "min_path_cells": 2,
        "hp-class": "register to register",
    },
}
## cells by family after synthesis
| family | share of synthesized area |
|---|---|
| muxes | 0.00910 |
| adders and majority gates | 0.0227 |
| AOI/OAI and AO/OA | 0.181 |
| buffers and inverters | 0.0751 |
| DFF | 0.291 |
| xor gates and xnor gates | 0.127 |
| and+or+nand+nor | 0.294 |
## through the flow
step / std cells / area, sq um
after global placement: 239 / 1490
after floorplan: 113 / 1100
final: 243 / 1550
after global routing: 243 / 1550
after detailed placement: 239 / 1490
after CTS: 243 / 1550
## placed cells by master, fill, tap and decap left out, types with 3 or more instances in the layout
cell type / instances
clkdlybuf4s50_1: 22
buf_4: 9
nor2_1: 6
nand3_1: 4
nor2b_1: 3
xnor2_1: 13
xor2_1: 3
clkbuf_8: 4
nand3b_1: 3
a211oi_2: 9
dfxtp_1: 16
dlygate4sd2_1: 4
nand2_1: 4
nand4_1: 3
a211oi_1: 7
nor4_1: 6
nor3_1: 4
inv_1: 5
## power by group through the flow
| stage | clock network [uW] | logic, uW | registers (uW) |
|---|---|---|---|
| after CTS | 208 | 108 | 243 |
| after global routing | 223 | 116 | 245 |
| final | 203 | 106 | 243 |
## worst max path at each step
| stage | end | slack (ns) | depth (start not counted) |
|---|---|---|---|
| after CTS | Done | 0.07 | 6 |
| after global routing | Done | 0.02 | 6 |
| final | Done | 0.1 | 6 |
## registers in the layout (all words and copies together), names as in the netlist
signal / cells
rCount: 15
S: 1
## worst max-delay path, cell delays in order
cell and delay, ns:
dlygate4sd2_1 0.39, nand2_1 0.15, o21a_1 0.22, a31oi_4 0.18, and2_4 0.17, clkdlybuf4s50_1 0.47
## final cells by class
class	count	share of cell area
inverter	5	0.0121
timing repair buffer	35	0.208
clock buffer	4	0.0355
sequential	16	0.207
tap	99	0.0799
multi-input combinational	84	0.458
## per-layer routing
| layer | GRT usage | vias up |
|---|---|---|
| met1 | 0.0684 | 421 |
| met2 | 0.0698 | 28 |
| met4 | 0.00193 | 0 |
| li1 | - | 473 |
| met3 | 0.0200 | 2 |
| met5 | 0 | - |
No activity file was given, so power comes from the tool's default toggle rates.

--- flow/config.mk ---
export PLATFORM = sky130hd
export DESIGN_NAME = ShiftRegister
export DESIGN_NICKNAME = ShiftRegister
export VERILOG_FILES = /design/flow/design.v
export SDC_FILE = /design/flow/constraint.sdc
export NUM_CORES = 4
export LEC_CHECK = 1
export CORE_AREA = 10 10 104 104
export DIE_AREA = 0 0 114 114
--- flow/constraint.sdc ---
current_design ShiftRegister

set clk_period 1.2
set clk_io_pct 0.2

create_clock -name clk0 -period $clk_period [get_ports {clk}]

set non_clock_inputs [all_inputs -no_clocks]
set_input_delay [expr $clk_period * $clk_io_pct] -clock clk0 $non_clock_inputs
set_output_delay [expr $clk_period * $clk_io_pct] -clock clk0 [all_outputs]
--- flow/design.v ---
module ShiftRegister(CurrentBit,sw,LoadRegister,RotateRegisterLeft,clk,reset, Game, Auto, GRBAuto, col);
  output CurrentBit;
  input  [15:4] sw;
  input  LoadRegister, RotateRegisterLeft;
  input  clk, reset, Game, Auto;
  input [11:0] GRBAuto, col;
  parameter DEFAULTREG=24'h0F0F0F;   
  reg [23:0]  TheReg, nTheReg;   
  always @(posedge clk)
    if(reset) TheReg <= DEFAULTREG;
    else  TheReg <= nTheReg;
  always @(TheReg, LoadRegister, RotateRegisterLeft, sw)
    if(LoadRegister)
        if(Auto) nTheReg = {GRBAuto[11:8],4'b0000,GRBAuto[7:4],4'b0000,GRBAuto[3:0],4'b0000};
        else if(Game) nTheReg = {col[11:8], 4'b0000, col[7:4], 4'b0000, col[3:0]};
        else nTheReg = {sw[15:12],4'b0000,sw[11:8],4'b0000,sw[7:4],4'b0000};
    else if(RotateRegisterLeft)
      nTheReg = {TheReg[22:0],TheReg[23]};
    else
      nTheReg = TheReg;
  assign  CurrentBit = TheReg[23];
endmodule
--- flow/run.sh ---
#!/bin/bash
# OpenROAD 26Q1-2900-gdf79404cd8, Yosys 0.63+post, stock flow scripts
make -C /OpenROAD-flow-scripts/flow DESIGN_CONFIG=/design/flow/config.mk WORK_HOME=/design/flow/orfs finish
==> impl_metrics.yaml <==
# synthesis and place-and-route metrics
outcome:
  run_status: "finished clean"
worst_setup_path:
  timing.critical_path.slowest_stage_cell: "sky130_fd_sc_hd__bufbuf_16"
  crit_type: "in2reg"
  crit_path_cell_trace: "clkdlybuf4s15_1 -> bufbuf_16 -> or2_4 -> nor2_1 -> o21bai_1"
  critical_path.top_delay_family: "buffers and inverters"
  setup.worst_path.end_class: "register"
  cp_data_required_time_ns: 1.35
  cp_max_fo: 12
  worst_setup_path_start_kind: "input pin"
  cp.arrival_ns: 1.29
  cp.buffers_inverters: 2
  critical-path-max-stage-delay_ns: 0.31
yosys:
  synth.yosys.seq_area_share_pct: 34.4
  yosys_register_bits: 24
  async_reset_ff_share_pct: 0
  synth_cells: 138
  syn_area_sq_um: 1400
  dominant_flop_cell: "sky130_fd_sc_hd__dfxtp_1"
  yosys_cell_types: 19
  synth-area-yosys_sq_um: 1400
  synth-cells-yosys: 138
  synth.yosys.warnings: 1
  edf_count: 0
  syn-mean-instance-area_sq_um: 10.1
die:
  chip_area_sq_um: 13000
  initCoreUtil_pct: 16.1
  core_area_sq_um: 8680
  num_ports: 43
  dieWidth_microns: 114
  num_rows: 34
  die_height_microns: 114
grt:
  grt_start_max_net_pins: 25
  grt_remaining_overflow: 0
  antenna_violations_before_repair: 0
  grt_util_all_layers_pct: 6.12
  grt_pass1_wl_microns: 6600
  grt_pass1_vias: 1306
sta:
  final.hold.worst_slack_ns: 0.469
  hold_viol: 0
  tightest_pin_transition_ns: 0.293
  grt_setup_unrepaired: "no"
  clock-skew-final_ns: 0.00392
  timing_max_transition_violations_final: 0
  fin_setup_tns_ns: 0
  fin_crit_sh_pct: 95.0
  final_number_of_setup_violating_endpoints: 0
  max_freq_mhz: 877
  max-slew-margin-rel_pct: 80.5
  fin_crit_ns: 1.14
  timing.final.ws_setup_ns: 0.0600
cts:
  ctsHtreeMaxLevel: 1
  cts_hold_buffers: 0
  clock_tree.root_cell: "sky130_fd_sc_hd__clkbuf_8"
  clock-sinks: 24
  cts.reportedPaths.clkPinSlew_ns: 0.08
  worst_skew_pair.late_latency_ns: 0.26
  clock_tree.buffer_depth: 2
  cts-buffers-inserted: 3
  cts_tree: "done"
finish:
  register_ranked_first_by_flip_flop_count: "TheReg"
  biggestRegsByFlops: "TheReg (24)"
  layout_top_cells_excl_fill_tap: "sky130_fd_sc_hd__clkdlybuf4s50_1, sky130_fd_sc_hd__dfxtp_1, sky130_fd_sc_hd__a211oi_2"
  syn_to_final_growth_pct: 52.5
  layout_top_cell: "sky130_fd_sc_hd__clkdlybuf4s50_1"
  max_ffs_per_register: 24
  post_route_cells_drive_above_1_share_pct: 27.7
  post-route-util_pct: 24.5
  fill_cells: 955
run:
  tool_warnings: 25
  max_cap_violations: 0
drt:
  route.final.wire_length_microns: 3910
  vias_per_cell: 4.02
  route.detailed.wl_per_inst_microns: 13.2
  drc_errors_left: 0
  detail_route.antenna_diodes: 0
  routed-via-count: 1190
  drtPass1Iterations: 4
  first_iter_violations: 69
  antenna_left: 0
placed_design:
  place_congestion: 0.767
  port-buffer-count: 42
  dpl.hpwl_microns: 2940
  dpl_worst_slack_ns: -0.402
min_path:
  min-delay-path-class: "in2reg"
pwr:
  power.density_nw_per_um2: 910
  ir_drop_mv: 0.443
  total_leakage_power_nw: 0.808
-- tightest hold or removal path, cell delays in order --
cell and delay, ns:
sky130_fd_sc_hd__buf_2 0.12, sky130_fd_sc_hd__buf_4 0.23, sky130_fd_sc_hd__a211oi_2 0.09
-- report_power, final --
group	total (mW)	internal [mW]	switching, mW
clock	0.541	0.292	0.249
sequential	0.893	0.859	0.0340
combinational	0.505	0.313	0.191
total	1.94	1.46	0.474
-- area by class of cell --
| class | count | area, sq um | area share [%] |
|---|---|---|---|
| Tap cell | 108 | 135 | 6.35 |
| Sequential cell | 24 | 482 | 22.6 |
| Clock buffer | 4 | 55.1 | 2.59 |
| Multi-Input combinational cell | 101 | 843 | 39.6 |
| Timing Repair Buffer | 59 | 614 | 28.8 |
-- stage by stage --
step	total power [mW]	cell area [sq um]	cells
detailed placement	1.40	2010	290
finish	1.94	2130	296
floorplan	1.17	1400	138
global route	2.07	2130	296
global placement	1.39	2010	290
CTS	1.96	2120	296
-- synthesized netlist by cell type, types with 2 or more instances --
library cell	instances	area share, %
sky130_fd_sc_hd__clkbuf_1	2	0.54
sky130_fd_sc_hd__buf_6	3	2.4
sky130_fd_sc_hd__nor2_1	12	3.2
sky130_fd_sc_hd__a211oi_2	20	18
sky130_fd_sc_hd__buf_2	5	1.8
sky130_fd_sc_hd__a21oi_1	2	0.72
sky130_fd_sc_hd__nor3b_1	2	1.1
sky130_fd_sc_hd__dfxtp_1	24	34
sky130_fd_sc_hd__a2bb2oi_1	12	7.5
sky130_fd_sc_hd__o21bai_1	12	6.5
sky130_fd_sc_hd__and2b_1	14	7.5
sky130_fd_sc_hd__a22oi_1	10	5.4
sky130_fd_sc_hd__nor2b_1	10	4.5
sky130_fd_sc_hd__a211oi_1	4	2.2
sky130_fd_sc_hd__buf_4	2	1.1
-- worst paths after layout --
path / endpoint / slack, ns / cells after the start / start
worst min-delay path: TheReg[12] / 0.47 / 3 / LoadRegister
worst min register to register: TheReg[17] / 0.51 / 2 / TheReg[17]
worst max register to register: TheReg[23] / 0.20 / 4 / TheReg[23]
worst max-delay path: TheReg[16] / 0.06 / 5 / RotateRegisterLeft
-- kinds of logic after synthesis --
family                 after synthesis  share of synthesized area, %
AND-OR/OR-AND                       60                          40.1
AND/OR/NAND/NOR                     41                          18.2
buffers and inverters               13                          7.26
flip-flops                          24                          34.4
-- per-layer routing --
| metal | up-vias | GRT usage (%) | wire [microns] |
|---|---|---|---|
| met1 | 548 | 8.68 | 1850 |
| met2 | 24 | 9.98 | 1920 |
| met5 | - | 0 | 0 |
| met3 | 2 | 0.638 | 96 |
| li1 | 616 | - | - |
| met4 | 0 | 0.919 | 48 |
-- timing repair --
action / CTS / global route
setup endpoints to repair: 24 / 4
gates cloned: 1 / 0
buffers inserted: 1 / 0
resized: 10 / 4
pin swaps: 0 / 0
No activity file was given, so power comes from the tool's default toggle rates.

==> flow/design.v <==
module NZRbitGEN(bout, bdone, qmode, startcoding, clk, reset);
  output  bout, bdone;   
  input   [1:0] qmode;   
  input   startcoding;   
  input   clk, reset;    
  reg     bout;          
  reg     [6:0] bcount;  
  always @(posedge clk)
  begin
    if(reset || startcoding)
      bcount <= 0;
    else
      bcount <= bcount+1; 
   end
  always @(qmode or bcount)  
  begin
    case(qmode)         
      2'b00:  bout = (bcount < 36) ? 1 : 0 ;  
      2'b01:  bout = (bcount < 92) ? 1 : 0 ;  
      2'b10:  bout = 0;  
      2'b11:  bout = 1;  
      default: bout = 0;
    endcase
  end
  assign bdone = (bcount == 127);   
endmodule
==> flow/run.sh <==
#!/bin/bash
# OpenROAD 26Q1-2900-gdf79404cd8, Yosys 0.63+post, stock flow scripts
make -C /OpenROAD-flow-scripts/flow DESIGN_CONFIG=/design/flow/config.mk WORK_HOME=/design/flow/orfs finish
==> flow/config.mk <==
export PLATFORM = sky130hd
export DESIGN_NAME = NZRbitGEN
export DESIGN_NICKNAME = NZRbitGEN
export VERILOG_FILES = /design/flow/design.v
export SDC_FILE = /design/flow/constraint.sdc
export NUM_CORES = 4
export LEC_CHECK = 1
export CORE_AREA = 10 10 70 70
export DIE_AREA = 0 0 80 80
==> flow/constraint.sdc <==
current_design NZRbitGEN

set clk_period 1.6
set clk_io_pct 0.2

create_clock -name clk0 -period $clk_period [get_ports {clk}]

set non_clock_inputs [all_inputs -no_clocks]
set_input_delay [expr $clk_period * $clk_io_pct] -clock clk0 $non_clock_inputs
set_output_delay [expr $clk_period * $clk_io_pct] -clock clk0 [all_outputs]
==> impl_metrics.yaml <==
# yosys + openroad results
final_timing:
  drv_slew: 0
  fin_tns_setup_ps: 0
  finalClockPeriodUsage_pct: 93.3
  fin_crit_ps: 1490
  max_slew_margin_pct: 86.9
  setup_viol: 0
  fin_skew_ps: 6.84
  rsz0062_at_grt: "false"
  max_freq_mhz: 670
  tightestPinTransition_ps: 196
  whs_ps: 540
  fin_ws_ps: 108
  hold_viol: 0
die:
  row_count: 21
  io_pins: 7
  fp.coreArea_um2: 3420
  die_x_um: 80
  fp_util_pct: 9.49
  die_h_um: 80
  chipArea_um2: 6400
critical_path:
  timing.rr.end: "bcount[5]"
  r2r_cells: 4
  cp_top_family: "simple AND/OR/NAND/NOR gates"
  critPathKind: "flop to output pin"
  rrSetupSlack_ps: 460
  path_buffers: 1
  worstPathRequired_ps: 1280
  cpPeakStageDelay_ps: 350
  critPathArrivalTime_ps: 1170
  cp_cell_sequence: "ha_4, and4_4, and3_4, clkbuf_2"
  cpMaxStageDelayCell: "dfxtp_2"
  r2r_start: "bcount[2]"
  crit_path_start_kind: "flop"
  cp-end-kind: "output pin"
  critPathMaxFanout: 2
cells_and_area:
  largest_reg_flops: 7
  reg_top3: "bcount (7)"
  fin_cells: 102
  syn_to_final_growth_pct: 73.4
  drive_gt1_share_pct: 42.9
  fin_area_um2: 562
  regMostFlops: "bcount"
yosys:
  synth_flops: 7
  netlist_area_um2: 324
  syn_inst: 38
  top_area_share_pct: 43.2
  syn_avg_cell_area_um2: 8.53
  yosysWarnings: 1
  area_leaders: "dfxtp_1 (43%), nor2_1 (6.9%), xor2_1 (5.4%)"
  ys_area_um2: 324
  synth_cell_types: 21
  yosys_cells: 38
  top_area_cell: "dfxtp_1"
  ys_seq_share_pct: 43.2
clocking:
  h-tree-depth: 1
  tritoncts: "done"
  hold_buffers: 0
  clk_pin_slew_ps: 50
  clock-sinks: 7
  cts_root_buffer: "clkbuf_4"
  clk_latency_ps: 250
  cts_buffers: 3
  clk_path_buf_depth: 2
detailed_routing:
  post-route-drc-count: 0
  drt-wirelength-per-cell_um: 7.94
  drtAntennaViolNets: 0
  viasPerCell: 3.12
  drt-pass1-iter-count: 3
  antenna_cells: 0
  drt-initial-drc-count: 47
  drt_wl_total_um: 810
  vias: 318
min_path:
  min_to: "bcount[0]"
  min_from: "bcount[0]"
  min_path_cells: 2
  hold_path_class: "flop to flop"
flow_run:
  tool_warnings: 25
  drv_cap: 0
global_route:
  overflow: 0
  grt_usage_pct: 2.74
  grt_max_degree: 7
  grt_pass1_vias: 326
  grt_pass1_wl_um: 1400
  antenna_found_initial: 0
pwr:
  peakVddDrop_mv: 0.233
  p_per_area_nw_per_um2: 652
  p_leak_uw: 0.000210
placement:
  dpl.hpwl_um: 607
  gp_congestion: 0.743
  post-place-ws_ps: -321
  postPlaceCellArea_um2: 498
  io_buffers: 6
  placedCellCount: 97
run_status:
  status: "finished, final reports clean"
-- worst min-delay path: cells and delay by family, from the launching register on --
family	cells	cell delay [ps]
DFF	1	350
and+or+nand+nor	1	40
buffers and inverters	1	120
-- through the flow --
step,total power [µW],util [%]
after global placement,210,14.6
after detailed placement,211,14.6
final,366,16.4
after CTS,372,15.9
after global routing,396,16.4
after floorplan,191,-
-- layout make-up --
type,instances,area (µm²)
Sequential cell,7,149
Timing Repair Buffer,15,115
Multi-Input combinational cell,29,210
Clock buffer,4,26.3
Inverter,1,3.75
Fill cell,389,2850
Tap cell,46,57.6
-- layer usage --
metal	routed length, µm	share of wire (%)	global-route usage, %	vias to the layer above
li1	-	-	-	170
met4	0	0	0.352	0
met1	472	58	3.55	138
met5	0	0	0	-
met2	250	31	3.53	10
met3	88	11	2.16	0
-- Yosys cell counts --
library cell	instances
and3_1	1
nand3_1	2
and4_2	1
nand3_2	1
xnor2_1	1
dfxtp_1	7
clkbuf_1	1
a21oi_1	2
o211ai_1	1
and2_1	1
ha_1	1
or3_1	1
a211o_1	1
or2_0	1
inv_1	1
xor2_1	2
nand4_1	1
nor2_1	6
o21ai_0	2
nor4_1	1
nand2_1	3
-- logic make-up (layout without fill, tap and decap cells) --
family          Yosys count  count (layout)  synth area share (%)
compound gates            6               6                  11.2
flops                     7               7                  43.2
xor+xnor                  3               3                  8.11
buf+inv                   2              20                  2.31
simple gates             19              19                  31.3
fa+ha+maj                 1               1                  3.86
-- worst max-delay path by stage --
stage / start / to / slack (ps) / depth (start not counted)
4_1_cts: bcount[1] / bdone / 10 / 4
5_1_grt: bcount[0] / bdone / 40 / 4
6_report: bcount[0] / bdone / 110 / 4
-- layout by cell type, fill, tap and decap left out, drive strengths merged, types with 2 or more instances in the layout --
| cell type | netlist | layout |
|---|---|---|
| a21oi | 2 | 2 |
| clkbuf | 1 | 6 |
| o21ai | 2 | 2 |
| clkdlybuf4s50 | 0 | 2 |
| nor2 | 6 | 6 |
| dfxtp | 7 | 7 |
| xor2 | 2 | 2 |
| buf | 0 | 9 |
| nand2 | 3 | 3 |
| dlygate4sd2 | 0 | 2 |
| nand3 | 3 | 3 |
-- power by group --
part | internal (µW) | leakage [µW] | total, µW | switching [µW]
Sequential | 176 | 0.0000593 | 178 | 2.46
Combinational | 18.0 | 0.000136 | 30.2 | 12.2
Clock | 95.0 | 0.0000150 | 158 | 62.6
Total | 289 | 0.000210 | 366 | 77.2
-- what timing repair did --
action                     4_1_cts  5_1_grt
resized                         13        8
pin swaps                        4        3
setup endpoints to repair        2        2
setup buffers                    0        1
No activity file was given, so power comes from the tool's default toggle rates.
